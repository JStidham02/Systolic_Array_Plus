**design/flow/run.sh**
```bash
#!/bin/bash
# OpenROAD 26Q1-2900-gdf79404cd8, Yosys 0.63+post, stock flow scripts
make -C /OpenROAD-flow-scripts/flow DESIGN_CONFIG=/design/flow/config.mk WORK_HOME=/design/flow/orfs finish
```
**design/flow/config.mk**
```make
export PLATFORM = sky130hd
export DESIGN_NAME = array
export DESIGN_NICKNAME = array
export VERILOG_FILES = /design/flow/design.v
export SDC_FILE = /design/flow/constraint.sdc
export NUM_CORES = 4
export LEC_CHECK = 1
export CORE_UTILIZATION = 30
```
**design/flow/constraint.sdc**
```tcl
current_design array

set clk_period 9.7
set clk_io_pct 0.2

create_clock -name clk0 -period $clk_period [get_ports {clk}]

set non_clock_inputs [all_inputs -no_clocks]
set_input_delay [expr $clk_period * $clk_io_pct] -clock clk0 $non_clock_inputs
set_output_delay [expr $clk_period * $clk_io_pct] -clock clk0 [all_outputs]
```
**design/flow/design.v**
```verilog
module array(clk, reset, load, weights_in_vector, sums_in_vector, accumuators_out_vector);
        parameter WBITS = 8;
        parameter ABITS = 16;
        parameter N = 2;
        input clk;
        input reset;
        input load;
        input [(N * WBITS) - 1 : 0] weights_in_vector;
        input [(N * ABITS) - 1 : 0] sums_in_vector;
        output reg [(N * ABITS) - 1 : 0] accumuators_out_vector;
        reg [WBITS - 1 : 0] weights_in[N - 1 : 0];
        reg [ABITS - 1 : 0] sums_in[N - 1 : 0];
        reg [ABITS - 1 : 0] accumulators_out[N - 1 : 0];
        integer ii;
        integer jj;
        integer col;
        integer index;
        integer index_2;
        integer index_3;
        genvar i;
        genvar j;
        wire [WBITS - 1 : 0] stationary_weight[N - 1 : 0][N : 0];  
        wire [WBITS - 1 : 0] pass_weight[N - 1: 0][N : 0];  
        wire [ABITS - 1 : 0] accumuators[N : 0][N - 1: 0];  
        always @(*) begin
                for (index = 0; index < N; index = index + 1) begin
                        index_2 = index*WBITS;
                        index_3 = index*ABITS;
                        weights_in[index] = weights_in_vector[index_2 +: WBITS];
                        sums_in[index] = sums_in_vector[index_3 +: ABITS];
                        accumuators_out_vector[index_3 +: ABITS] = accumulators_out[index];
                end
        end
        always @(*) begin
                for (col = 0; col < N; col = col + 1) begin
                        accumulators_out[col] = accumuators[N][col];
                end
        end
        generate
                seq_pe #(.WBITS(WBITS), .ABITS(ABITS)) pe (
                                        .clk(clk),
                                        .reset(reset),
                                        .load(load),
                                        .stationary_weight_in(weights_in[0]),
                                        .pass_wieght_in(weights_in[0]),
                                        .accumulator_in(sums_in[0]),
                                        .stationary_weight_out(stationary_weight[0][1]),
                                        .pass_weight_out(pass_weight[0][1]),
                                        .accumulator_out(accumuators[1][0]));
                for (i = 1; i < N; i = i + 1) begin
                        seq_pe #(.WBITS(WBITS), .ABITS(ABITS)) pe (
                                .clk(clk),
                                .reset(reset),
                                .load(load),
                                .stationary_weight_in(weights_in[i]),
                                .pass_wieght_in(weights_in[i]),
                                .accumulator_in(accumuators[i][0]),
                                .stationary_weight_out(stationary_weight[i][1]),
                                .pass_weight_out(pass_weight[i][1]),
                                .accumulator_out(accumuators[i + 1][0]));
                end
                for (j = 1; j < N; j = j + 1) begin
                        seq_pe #(.WBITS(WBITS), .ABITS(ABITS)) pe (
                                .clk(clk),
                                .reset(reset),
                                .load(load),
                                .stationary_weight_in(stationary_weight[0][j]),
                                .pass_wieght_in(pass_weight[0][j]),
                                .accumulator_in(sums_in[j]),
                                .stationary_weight_out(stationary_weight[0][j + 1]),
                                .pass_weight_out(pass_weight[0][j + 1]),
                                .accumulator_out(accumuators[1][j]));
                end
                for (i = 1; i < N; i = i + 1) begin
                        for (j = 1; j < N; j = j + 1) begin
                                seq_pe #(.WBITS(WBITS), .ABITS(ABITS)) pe (
                                        .clk(clk),
                                        .reset(reset),
                                        .load(load),
                                        .stationary_weight_in(stationary_weight[i][j]),
                                        .pass_wieght_in(pass_weight[i][j]),
                                        .accumulator_in(accumuators[i][j]),
                                        .stationary_weight_out(stationary_weight[i][j + 1]),
                                        .pass_weight_out(pass_weight[i][j + 1]),
                                        .accumulator_out(accumuators[i + 1][j]));
                        end
                end
        endgenerate
endmodule
module seq_pe(clk, reset, load, stationary_weight_in, pass_wieght_in, accumulator_in, stationary_weight_out, pass_weight_out, accumulator_out);
        parameter WBITS = 8;
        parameter ABITS = 16;
        input load;
        input clk;
        input reset;
        input [WBITS - 1 : 0] stationary_weight_in;
        input [WBITS - 1 : 0] pass_wieght_in;
        input [ABITS - 1 : 0] accumulator_in;
        output wire [ABITS - 1 : 0] accumulator_out;
        output wire [WBITS - 1 : 0] stationary_weight_out;
        output wire [WBITS - 1 : 0] pass_weight_out;
        reg [WBITS - 1 : 0] stationary_weight_latch;
        reg [WBITS - 1 : 0] pass_weight_latch;
        reg [ABITS - 1 : 0] accumulator_latch;
        assign stationary_weight_out = stationary_weight_latch;
        assign pass_weight_out = pass_weight_latch;
        assign accumulator_out = accumulator_latch;
        reg [ABITS - 1 : 0] accumulate;
        always @(*) begin
                accumulate = stationary_weight_latch * pass_wieght_in + accumulator_in; 
        end
        always @(posedge clk) begin
                if (reset == 1'b1) begin
                        stationary_weight_latch <= 0;
                        pass_weight_latch <= 0;
                        accumulator_latch <= 0;
                end
                else if (load == 1'b1) begin
                        stationary_weight_latch <= stationary_weight_in;
                        pass_weight_latch <= 0;
                        accumulator_latch <= 0;
                end
                else begin
                        pass_weight_latch <= pass_wieght_in;
                        accumulator_latch = accumulate;
                end
        end 
endmodule
```
==> GITHUB_STEP_SUMMARY <==
## Synthesis and layout report

| Metric | Value |
|---|---|
| Number of distinct library cells after synthesis | `approximately 47` |
| Cell row count | `between 70 and 80` |
| # H-tree levels | `3` |
| Die area | `approximately 45000 sq um` |
| Minimum clock period after layout | `between 6 and 7 ns` |
| Overall via count from detail_route | `roughly 9000` |
| Cell total in the yosys stat output | `1530` |
| Worst Skew | `between 0.015 and 0.02 ns` |
| Most frequent cell on the critical path | `sky130_fd_sc_hd__fa_1` |
| Nature of the critical path startpoint | `input port` |
| Fraction of layout instances using a drive strength above 1 | `roughly 1.8%` |
| Count of placed standard cells in the final layout, fillers left out | `approximately 2200` |
| Sum of net half-perimeters after detailed placement | `22200 um` |
| Tool warning count | `25` |
| Maximum single-stage delay on the critical path | `about 0.7 ns` |
| Most frequent logic cell in the layout | `sky130_fd_sc_hd__inv_1` |
| Crit. End Element | `register` |
| Deepest clock path buffer count | `2` |
| Antenna diode count | `0` |
| Clock net sink count | `~110` |
| Setup repair after global routing missed its margin | `no` |
| Area reported by Yosys stat | `~13000 sq um` |
| Worst Slack Setup Final | `3.34 ns` |
| Path depth of the worst reg2reg path | `14` |
| Number of cells produced by synthesis | `roughly 1500` |
| Crit-path cells | `clkdlybuf4s50_1 -> nand2_1 -> fa_1 -> fa_1 -> inv_1 -> fa_1 -> inv_1 -> fa_1 -> inv_1 -> ha_1 -> a21oi_1 -> nor2b_1 -> a211oi_1 -> or4_1 -> a21oi_1` |
| GRT Resource Usage Total | `about 14%` |
| Number of instances on the worst hold path | `2` |
| Hold buffer count at CTS | `0` |
| Status | `complete, no violations` |
| Final-report hold violation count | `0` |
| Leakage power figure | `~7.5 nW` |
| Max Clock Freq | `~160 MHz` |
| GRT overflow | `0` |
| Dominant cell type by area after synthesis | `sky130_fd_sc_hd__fa_1` |
| Floorplan core density | `30.7%` |
| Synth top area share | `between 30% and 40%` |
| Root Buffer Master | `sky130_fd_sc_hd__clkbuf_16` |
| Inserted Clock Buffers | `9` |
| Cell at the slowest stage of the critical path | `sky130_fd_sc_hd__clkdlybuf4s50_1` |
| CTS tree | `yes` |
| Late-Pin Clk Latency | `between 0.3 and 0.4 ns` |
| Netlist area before placement | `~13000 sq um` |
| Largest net degree at the start of global routing | `38` |
| Gates resized, CTS repair | `0` |
| Residual antenna-violating net count after detailed routing | `0` |
| Power density over cell area | `103 nW/um^2` |
| Critical Path Source | `weights_in_vector[10]` |
| Core area | `around 43000 sq um` |
| Most used flip-flop cell | `sky130_fd_sc_hd__dfxtp_1` |
| Commonest cells after routing, fill and taps aside | `sky130_fd_sc_hd__inv_1 (391), sky130_fd_sc_hd__fa_1 (200), sky130_fd_sc_hd__and2_1 (169)` |
| Antenna violations before repair | `0` |
| Final tally of max-slew violations | `0` |
| Avg Inst Size Synth | `between 8 and 9 sq um` |
| Maximum fanout encountered on the critical timing path | `10` |
| Setup Total Neg Slack | `0 ns` |
| CP Data Arrival Time | `6.66 ns` |
| Worst path required time | `roughly 10 ns` |
| Proportion of synthesized flip-flops having asynchronous set or reset | `0%` |
| Cell count after placement | `~2100` |
| Clock-pin transition on the worst setup and hold timing paths | `roughly 0.09 ns` |
| Number of detailed-route iterations in the first pass | `5` |
| Placed standard-cell area | `between 10000 and 15000 sq um` |
| Cell types with the largest area share after synthesis | `sky130_fd_sc_hd__fa_1 (30%), sky130_fd_sc_hd__dfxtp_1 (17%), sky130_fd_sc_hd__ha_1 (13%)` |
| First-pass GRT wire length | `47100 um` |
| Number of max-cap violations | `0` |
| I/O pin cnt | `just over 80` |
| Min-delay worst type | `register to register` |
| Final design instance area without fill | `approximately 15000 sq um` |
| Post-layout period usage of the worst path | `roughly two thirds` |
| Final-report setup violation count | `0` |
| Chip Height | `around 210 um` |
| Number of remaining DRC errors | `0` |
| Wirelength, routed | `between 20000 and 30000 um` |
| Vias in the first global route | `9779` |
| Post-CTS setup buffer count | `0` |
| Proportion of synthesized chip area in sequential cells | `approximately 17%` |
| Detail-routed via count per cell | `~4.3` |
| Synth warn | `368` |
| Worst slew slack as a fraction of its limit | `53.8%` |
| Critical path type | `input port to register` |
| Largest vdd supply drop | `~0.000082 V` |
| Die W | `between 200 and 250 um` |
| Number of synthesized register bits | `around 110` |
| Area Growth Syn to Fin | `12.7%` |
| Number of synthesized flops with an enable pin | `0` |
| End of the worst register-to-register path | `genblk1[1].pe.accumulator_latch[15]$_SDFF_PP0_` |
| Placer congestion estimate | `between 0.8 and 0.9` |
| Hold slack | `~0.62 ns` |
| Reg2Reg Launch Point | `genblk1[1].pe.stationary_weight_latch[5]$_SDFFE_PP0P_` |
| DRC marker count from the first detailed-route iteration | `439` |
| Routed wirelength normalized by instance count | `12.4 um` |
| Actual transition at the worst max-transition pin | `0.693 ns` |
| Worst slack at placement | `about 3.1 ns` |
| I/O Buffers | `just over 80` |
| Reg2reg setup slack | `5.09 ns` |
[logic make-up (layout without fill, tap and decap cells)]
| family | after synthesis | count (layout) | share of synthesized area [%] |
|---|---|---|---|
| AND-OR/OR-AND | 120 | 120 | 5.88 |
| AND/OR/NAND/NOR | 450 | 450 | 17.0 |
| flip-flops | 112 | 112 | 16.8 |
| adder cells (fa/ha/maj) | 340 | 340 | 43.2 |
| XOR/XNOR | 29 | 29 | 1.91 |
| multiplexers | 36 | 36 | 2.70 |
| buffers and inverters | 443 | 493 | 12.5 |
[power by group]
part / total (mW) / switching, mW / internal [mW]
sequential: 0.534 / 0.0358 / 0.498
combinational: 0.624 / 0.349 / 0.275
clock: 0.396 / 0.190 / 0.206
total: 1.55 / 0.575 / 0.979
[flip-flops by register name, summed over array words and instances, names as in the netlist]
signal and count:
genblk1.pe.pass_weight_latch 8, genblk3.genblk1.pe.accumulator_latch 16, genblk3.genblk1.pe.stationary_weight_latch 8, genblk2.pe.accumulator_latch 16, genblk1.pe.stationary_weight_latch 8, pe.accumulator_latch 16
pe.stationary_weight_latch 8, genblk2.pe.stationary_weight_latch 8, genblk1.pe.accumulator_latch 16, pe.pass_weight_latch 8
[Yosys cell counts (all sizes together) (6+ instances only)]
library cell	count
a211oi	12
a21o	17
a21oi	34
and2	170
and3	6
clkbuf	49
dfxtp	112
fa	200
ha	140
inv	391
mux2i	36
nand2	145
nand3	15
nor2	65
nor2b	8
nor3	16
o211ai	9
o21ai	19
o21bai	6
xnor2	20
xor2	9
[how the worst max path moves through the flow]
stage / end / cells after the start
6_report: genblk1[1].pe.accumulator_latch[15]$_SDFF_PP0_ / 15
5_1_grt: genblk1[1].pe.accumulator_latch[15]$_SDFF_PP0_ / 15
4_1_cts: genblk1[1].pe.accumulator_latch[15]$_SDFF_PP0_ / 15
[critical path: cells and delay by family]
kind / cells / cell delay [ns]
AOI/OAI and AO/OA: 3 / 0.56
adders and majority gates: 5 / 2.34
buffers and inverters: 4 / 0.86
and+or+nand+nor: 3 / 0.93
[per-stage QoR]
step                util (%)  total power [mW]
global placement        33.8              1.17
global route            34.6              1.72
floorplan                  -             0.998
detailed placement      33.8              1.17
finish                  34.6              1.55
CTS                     34.6              1.58
[cell type report]
class                   count  area (sq um)
flip-flops and latches    112          2240
clock buffers               9           225
fillers                  4398         28400
multi-input cells         975          9420
repair buffers             86           846
well taps                 585           732
clock inverters             7          86.3
inverters                 391          1470
[per-layer routing]
layer,GRT usage [%],part of all wire [%],routed length (um),vias to the layer above
met5,0,0,0,-
met2,21.5,44,11900,203
met3,4.04,7.0,1870,19
met4,1.44,1.4,370,0
met1,19.3,47,12700,4388
li1,-,-,-,4666
No activity file was given, so power comes from the tool's default toggle rates.
