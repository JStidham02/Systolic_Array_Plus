$ cat design/flow/config.mk
export PLATFORM = sky130hd
export DESIGN_NAME = array_2_2
export DESIGN_NICKNAME = array_2_2
export VERILOG_FILES = /design/flow/design.v
export SDC_FILE = /design/flow/constraint.sdc
export NUM_CORES = 4
export LEC_CHECK = 1
export CORE_UTILIZATION = 30
$ cat design/flow/constraint.sdc
current_design array_2_2

set clk_period 7.2
set clk_io_pct 0.2

create_clock -name clk0 -period $clk_period [get_ports {clk}]

set non_clock_inputs [all_inputs -no_clocks]
set_input_delay [expr $clk_period * $clk_io_pct] -clock clk0 $non_clock_inputs
set_output_delay [expr $clk_period * $clk_io_pct] -clock clk0 [all_outputs]
$ cat design/flow/design.v
module array_2_2(row_1_data, row_2_data, row_1_load, row_2_load, col_1_initial, col_2_initial, clk, reset, load, col_1_out, col_2_out);
        input wire [7:0] row_1_data;
        input wire [7:0] row_2_data;
        input wire [7:0] row_1_load;
        input wire [7:0] row_2_load;
        input wire [7:0] col_1_initial;
        input wire [7:0] col_2_initial;
        input wire load;
        input wire clk;
        input wire reset;
        output wire [7:0] col_1_out;
        output wire [7:0] col_2_out;
        reg [7:0] stationary_weights[1:0][1:0];  
        reg [7:0] pass_weights[1:0];  
        reg [7:0] pe_result_reg[1:0][1:0];  
        reg [7:0] mac_result[1:0][1:0];  
        assign col_1_out = pe_result_reg[1][0];
        assign col_2_out = pe_result_reg[1][1];
        always @(*) begin
                mac_result[0][0] = stationary_weights[0][0] * row_1_data + col_1_initial;
                mac_result[0][1] = stationary_weights[0][1] * pass_weights[0] + col_2_initial;
                mac_result[1][0] = stationary_weights[1][0] * row_2_data + pe_result_reg[0][0];
                mac_result[1][1] = stationary_weights[1][1] * pass_weights[1] + pe_result_reg[0][1];
        end
        always @(posedge clk) begin
                if (reset == 1'b1) begin
                        pe_result_reg[0][0] <= 8'b0;
                        pe_result_reg[0][1] <= 8'b0;
                        pe_result_reg[1][0] <= 8'b0;
                        pe_result_reg[1][1] <= 8'b0;
                        stationary_weights[0][0] <= 8'b0;
                        stationary_weights[0][1] <= 8'b0;
                        stationary_weights[1][0] <= 8'b0;
                        stationary_weights[1][1] <= 8'b0;
                        pass_weights[0] <= 8'b0;
                        pass_weights[1] <= 8'b0;
                end
                else if (load == 1'b1) begin
                        stationary_weights[0][0] <= row_1_load;
                        stationary_weights[1][0] <= row_2_load;
                        stationary_weights[0][1] <= stationary_weights[0][0];
                        stationary_weights[1][1] <= stationary_weights[1][0];
                end
                else begin
                        pass_weights[0] <= row_1_data;
                        pass_weights[1] <= row_2_data;
                        pe_result_reg[0][0] <= mac_result[0][0];
                        pe_result_reg[0][1] <= mac_result[0][1];
                        pe_result_reg[1][0] <= mac_result[1][0];
                        pe_result_reg[1][1] <= mac_result[1][1];
                end
        end
endmodule
$ cat design/flow/run.sh
#!/bin/bash
# OpenROAD 26Q1-2900-gdf79404cd8, Yosys 0.63+post, stock flow scripts
make -C /OpenROAD-flow-scripts/flow DESIGN_CONFIG=/design/flow/config.mk WORK_HOME=/design/flow/orfs finish
==> run summary <==
Unrepaired setup endpoints after global routing: no
Arr. time, crit path: 5.39 ns
Routed len/inst: 12.3 um
DRT antenna net count: 0
Tool warnings: 25
Cells after Synth: 792
Worst path cell trace: clkdlybuf4s50_1, nand2_1, fa_1, inv_1, fa_1, ha_1, inv_1, fa_1, inv_1, fa_1, a21o_1, a21oi_1, xnor2_1, xnor2_1, o21a_1
Clk sinks: 80
Worst-path clk slew: 0.07 ns
Final Critical Period: 5.14 ns
Max Transition Viols Final: 0
Max VDD drop: 0.000111 V
Setup TNS Final: 0 ns
GR Overflow Total: 0
CP Launch Type: input port
Die area: 0.0241 mm^2
Post-Layout Cell Count: 1162
Postcts setup bufs: 0
Syn_area_per_cell: 8.91 um^2
Slowest-stage cell, CP: clkdlybuf4s50_1
Ys Warns: 5
CTS tree: done
Initial Utilization: 0.309
Critical path depth: 15
Maxcap violations: 0
Share of cells above drive strength 1: 0.0318
Worst Tran Pin Value: 0.723 ns
Seq share, synth: 0.227
Clk root buf: clkbuf_16
I/O Pins: 67
Clock Path Buffers: 2
Synthesized area: 0.00705 mm^2
Setup Viol. Count Final: 0
Die Wd: 155 um
Flops & latches, synth: 80
Final Util: 0.362
Max incr delay on CP: 0.69 ns
WHS Path Cells: 2
Cell area after placement: 0.00799 mm^2
Via density: 4.19
IO buf count: 66
# rows: 55
Core ar.: 0.0228 mm^2
Yosys cell types: 21
Layout area overhead: 17.3%
Status: finished, final reports clean
Worst min path class: reg2reg
Cell mode on critical path: fa_1
R2R Setup Slk: 3.17 ns
Final Hold Violation Tally: 0
WP data required: 7.45 ns
DIE HEIGHT: 155 um
Part of the cycle the worst path needs: 0.714
R2R cell count: 13
Clk ins delay skew pair: 0.35 ns
Final Cell Area: 0.00827 mm^2
WS Path Type: in2reg
Post-CTS Hold Buffers: 0
CP Max Fanout: 9
Placed wire-length estimate: 11100 um
H-tree levels: 3
Largest net degree at the start of global routing: 69
Yosys stat chip area: 0.00705 mm^2
TritonCTS Buffers: 9
Cell count after placement: 1145
Worst path bufs/invs: 4
Fmax: 0.194 GHz
PD cells: 164 mW/mm^2
Initial antenna violation count: 2
Yosys cell count: 792
First-iteration detailed-routing DRC count: 186
CP delay by family, top: adder cells
Vias in the first global route: 4890
DRC: 0
First drt pass iteration count: 4
Vias: 4867
Final WL: 14300 um
Resize count post-CTS: 0
First-pass GRT wire length: 24600 um
Max-slew headroom: 0.518
Routability Congestion: 0.835
Clock Skew: 0.0102 ns
Leakage power: 3.95 nW
All-Layer GR Usage: 0.131
CP Capture Type: register
Fin Hold WS: 0.487 ns
layer usage:
layer	track usage	routed length, um
met1	0.195	7060
met2	0.205	6380
met3	0.0301	706
met4	0.0140	150
met5	0	13
placed cells by master, fill, tap and decap left out, types with 43 or more instances in the layout:
| master | Yosys | final |
|---|---|---|
| xnor2_1 | 50 | 50 |
| and2_1 | 43 | 43 |
| inv_1 | 143 | 143 |
| fa_1 | 72 | 72 |
| ha_1 | 68 | 68 |
| clkdlybuf4s50_1 | 0 | 64 |
| mux2i_1 | 66 | 66 |
| nand2_1 | 97 | 97 |
| dfxtp_1 | 80 | 80 |
| nor2_1 | 85 | 85 |
synth_stat cells:
cell type	number	area (um^2)
a211oi_1	1	7.51
a21o_1	8	60.1
a21oi_1	21	105
and2_1	43	269
and2_2	1	7.51
buf_1	1	3.75
buf_2	15	75.1
buf_4	1	7.51
clkbuf_1	11	41.3
dfxtp_1	80	1600
fa_1	72	1440
ha_1	68	851
inv_1	143	537
mux2i_1	66	661
nand2_1	97	364
nand2_2	3	18.8
nor2_1	85	319
o21a_1	4	30.0
xnor2_1	50	438
xnor2_2	3	48.8
xor2_1	19	166
worst register-to-register path, cell delays in order, from the launching register on:
cell,delay [ns]
dfxtp_1,0.57
nand2_1,0.14
fa_1,0.51
inv_1,0.05
fa_1,0.50
inv_1,0.05
fa_1,0.46
fa_1,0.56
inv_1,0.05
ha_1,0.31
a21oi_1,0.25
xnor2_1,0.17
xnor2_1,0.12
o21a_1,0.18
metrics by stage:
step	power, mW	setup WS [ns]
detailed placement	0.922	1.69
global route	1.46	1.84
floorplan	0.798	2.39
global placement	0.919	1.74
finish	1.35	2.06
CTS	1.38	2.06
layout make-up:
cell class,instances,area [um^2]
Antenna cell,1,2.50
Clock buffer,9,225
Clock inverter,7,60.1
Fill cell,2358,14600
Inverter,143,537
Multi-Input combinational cell,541,4790
Sequential cell,80,1600
Tap cell,313,392
Timing Repair Buffer,68,668
worst paths after layout:
check                      startpoint                  end
hold reg to reg   pe_result_reg[1][5]  pe_result_reg[1][5]
setup / recovery        row_2_data[0]  pe_result_reg[1][7]
hold / removal    pe_result_reg[1][5]  pe_result_reg[1][5]
setup reg to reg   pass_weights[1][1]  pe_result_reg[0][7]
cells by family (layout without fill, tap and decap cells):
family,count (synthesis),in the layout,share of synthesized area
xor+xnor,72,72,0.0926
other cells,0,1,0
mux,66,66,0.0937
compound gates,34,34,0.0287
fa+ha+maj,140,140,0.325
flops,80,80,0.227
simple gates,229,229,0.139
buf+inv,171,227,0.0942
report_power, final:
group | switching, mW | internal, mW | total [mW] | leakage, nW
clock | 0.207 | 0.240 | 0.447 | 0.131
combinational | 0.193 | 0.194 | 0.387 | 3.16
sequential | 0.0405 | 0.478 | 0.519 | 0.658
Power figures rest on the tool's default switching activity, not on a simulated workload.
